<file path="./config.mk">
export PLATFORM = sky130hd
export DESIGN_NAME = monitor_decode
export DESIGN_NICKNAME = monitor_decode
export VERILOG_FILES = /design/flow/design.v
export SDC_FILE = /design/flow/constraint.sdc
export NUM_CORES = 4
export LEC_CHECK = 1
export CORE_AREA = 10 10 113 113
export DIE_AREA = 0 0 123 123
</file>
<file path="./constraint.sdc">
current_design monitor_decode

set clk_period 2.9
set clk_io_pct 0.2

create_clock -name clk0 -period $clk_period [get_ports {clk}]

set non_clock_inputs [all_inputs -no_clocks]
set_input_delay [expr $clk_period * $clk_io_pct] -clock clk0 $non_clock_inputs
set_output_delay [expr $clk_period * $clk_io_pct] -clock clk0 [all_outputs]
</file>
<file path="./design.v">
`timescale 1ns / 1ps
module monitor_decode(
        clk,
        rst,
        monitor_tx,
        read_monitor_tx,
        get_data_en
    );
    parameter divide_p = 31;   
    input clk;
    input rst;
    input monitor_tx;
    output [7:0] read_monitor_tx;
    output get_data_en;
    reg send_en;
    reg send_en_old;
    always@(posedge clk)begin
        send_en_old <= send_en;
    end
    reg [13:0] reg_rs232c_counter;
    always@(posedge clk or posedge rst)begin
        if(rst)begin
            reg_rs232c_counter <= 14'h0;
        end
        else if(send_en && ~send_en_old)begin
            reg_rs232c_counter <= 14'd10;
        end
        else if(reg_rs232c_counter == divide_p)begin
            reg_rs232c_counter <= 14'h0;
        end
        else begin
            reg_rs232c_counter <= reg_rs232c_counter + 1;
        end
    end
    reg [3:0] counter;
    reg [12:0] counter_get_data;
    reg [9:0] reg_read_monitor_tx;
    reg first_frag;
    always@(posedge clk)begin
        if(~monitor_tx)begin
            send_en <= 1'b1;
        end
        else if(counter == 4'h1 && monitor_tx && first_frag)begin
            send_en <= 1'b0;
        end
    end  
    reg reg_get_data_en;
    always@(posedge clk or posedge rst)begin
        if(rst)begin
            counter <= 15'h0;
            reg_get_data_en <= 1'b0;
            reg_read_monitor_tx <= 10'd0;
            counter_get_data <= 13'd0;
            first_frag <= 1'b0;
        end
        else if(send_en)begin
            if(reg_rs232c_counter == 4'h0 && counter == 4'd10)begin
                counter <= 4'd1;
                counter_get_data <= counter_get_data + 1'b1;
                first_frag <= 1'b1;
            end
            else if(reg_rs232c_counter == 4'd15 && counter == 4'd10)begin
                reg_get_data_en <= 1'b1;
            end
            else if(reg_rs232c_counter == 4'h0)begin
                counter <= counter + 1'b1;
                reg_read_monitor_tx[counter] <= monitor_tx;
                first_frag <= 1'b1;
            end
            else begin
                reg_get_data_en <= 1'b0;
                first_frag <= 1'b0;
            end
        end
        else begin
            counter <= 4'h0;
        end
    end  
    reg [7:0] reg_read_monitor_tx2;
    always@(posedge clk or posedge rst)begin
        if(rst)begin
            reg_read_monitor_tx2[7:0] <= 8'h0;
        end
        else if(reg_get_data_en)begin
            reg_read_monitor_tx2[7:0] <= reg_read_monitor_tx[8:1];
        end 
    end
    assign read_monitor_tx[7:0] = reg_read_monitor_tx2[7:0];
    assign get_data_en = reg_get_data_en;
endmodule
</file>
<file path="./run.sh">
#!/bin/bash
# OpenROAD 26Q1-2900-gdf79404cd8, Yosys 0.63+post, stock flow scripts
make -C /OpenROAD-flow-scripts/flow DESIGN_CONFIG=/design/flow/config.mk WORK_HOME=/design/flow/orfs finish
</file>
==> impl_metrics.yaml <==
# generated from flow reports
power:
  vdd_ir_max_v: 0.000237
  power_frac_clock: 0.239
  fraction_of_power_consumed_by_sequential_logic: 0.451
  leakage_nw: 0.936
  power-per-cell-area_nw_per_um2: 735
  sw_frac_of_total: 0.358
  combPwrFrac: 0.309
  power_switching_mw: 0.613
  total_power_mw: 1.71
  p_int_mw: 1.10
min_path:
  hp-start: "reg_read_monitor_tx[4]"
  hold_path.class: "reg2reg"
placement:
  place_congestion: 0.868
  port-buffer-count: 11
  place_hpwl_mm: 2.63
final_layout:
  layout-drive-gt1-share: 0.129
  layout_top_cells: "sky130_fd_sc_hd__dfrtp_1 (36), sky130_fd_sc_hd__nor2_1 (20), sky130_fd_sc_hd__nand3_1 (11), sky130_fd_sc_hd__inv_1 (11), sky130_fd_sc_hd__clkdlybuf4s50_1 (11)"
  syn2layout_area_growth_pct: 18.6
  layout_top_cell_excl_fill_tap: "sky130_fd_sc_hd__dfrtp_1"
clocking:
  cts.clk_slew.worst_paths_ns: 0.07
  postCtsResizedCells: 0
  postCtsSetupRepairBufs: 0
  ctsHtreeMaxLevel: 2
  clockBufferDepth: 2
  cts_sinks: 38
  cts_inserted_buffers: 5
  ctsRootBufferMaster: "sky130_fd_sc_hd__clkbuf_8"
  cts.hold.buffers_added: 0
  cts_tree: "done"
  clkLatencyLatePin_ns: 0.28
setup_path:
  crit_required_ns: 3.07
  arrival_ns: 2.43
  timing.rr.start: "counter[0]"
  kind_of_critical_path: "reg2reg"
  worst_setup_path_end_kind: "flip-flop"
  worstPathMaxFanout: 11
  critical_path.startpoint_type: "flip-flop"
  crit_start: "counter[0]"
timing:
  timing.setup.tns_ns: 0
  setup_viol_count_final: 0
  worst_pin_slew_ns: 0.671
  final.min_clock_period_ns: 2.26
  grt_setup_unrepaired: "false"
  final_hold_viol_count: 0
  fin_worst_skew_ns: 0.00222
  finalCritPeriodShare: 0.779
  count_of_final_max_slew_check_failures: 0
  maximum_frequency_from_static_timing_analysis_mhz: 442
  slew-limit-headroom: 0.550
logic_synthesis:
  edff_count_synth: 0
  synth-seq-area-share: 0.479
  synth-main-ff-cell: "sky130_fd_sc_hd__dfrtp_1"
  syn_area_per_cell_um2: 10.4
  syn_inst: 188
  synth_area_um2: 1960
  ys_flops: 38
  number_of_cells_in_yosys_stat: 188
  yosys_warnings: 1
  total_cell_area_reported_by_yosys_after_synthesis_um2: 1960
  yosysUniqueCellTypes: 38
  async_flop_share: 0.947
drt:
  vias: 1392
  postRouteWirelength_mm: 3.59
  drt_iter0_drc: 47
  drt_pass1_iterations: 4
  wl_per_cell_um: 10.6
  avgViaCountPerCell: 4.13
  antenna_cells_inserted: 0
  ant_nets: 0
  drc_viols: 0
floorplan:
  dieArea_um2: 15100
  number_of_ports_placed_on_the_die_boundary: 12
  dieHeight_um: 123
  number_of_rows_in_the_core_area: 37
  fp.coreArea_um2: 10300
  floorplanUtilization: 0.190
  fp.dieW_um: 123
global_route:
  pin_count_of_the_biggest_net_entering_global_routing: 37
  grt_antenna_before_repair: 0
  gr_util_all_layers: 0.0487
  grt_pass1_vias: 1323
  first_pass_grt_wire_length_mm: 6.28
  global_route.overflow_total: 0
flow_run:
  max-cap-violations: 0
  log.warning_count: 31
run_status:
  outcome: "finished clean"
per-stage QoR:
step	hold slack (ns)	area (um^2)	std cells	util	worst slack (ns)
CTS	0.502	2330	337	0.226	0.622
finish	0.492	2330	337	0.226	0.640
floorplan	0.329	1960	188	-	0.864
global placement	0.479	2220	329	0.215	0.683
detailed placement	0.485	2220	329	0.215	0.645
global route	0.516	2330	337	0.226	0.464
cell usage after synthesis, types with 3 or more instances:
cell / instances / area (um^2)
sky130_fd_sc_hd__nor4_1: 6 / 37.5
sky130_fd_sc_hd__xnor2_1: 10 / 87.6
sky130_fd_sc_hd__buf_2: 5 / 25.0
sky130_fd_sc_hd__mux2_2: 8 / 90.1
sky130_fd_sc_hd__o31ai_1: 6 / 45.0
sky130_fd_sc_hd__nand4_1: 3 / 18.8
sky130_fd_sc_hd__mux2_1: 3 / 33.8
sky130_fd_sc_hd__or3_1: 5 / 31.3
sky130_fd_sc_hd__o21ai_0: 5 / 25.0
sky130_fd_sc_hd__ha_1: 8 / 100
sky130_fd_sc_hd__nor3_1: 6 / 30.0
sky130_fd_sc_hd__dfrtp_1: 36 / 901
sky130_fd_sc_hd__nand3_1: 11 / 55.1
sky130_fd_sc_hd__inv_1: 11 / 41.3
sky130_fd_sc_hd__nand2_1: 7 / 26.3
sky130_fd_sc_hd__nor2_1: 20 / 75.1
sky130_fd_sc_hd__o21ai_1: 8 / 40.0
final cells by class:
cell class / instances / area, um^2
timing repair buffer: 12 / 118
multi-input combinational: 132 / 950
sequential: 38 / 941
clock buffer: 8 / 110
fill: 1087 / 7990
tap: 136 / 170
inverter: 11 / 41.3
power groups by stage:
stage	registers [mW]	logic, mW	clock network, mW
final	0.773	0.530	0.410
after global routing	0.796	0.598	0.447
after CTS	0.774	0.534	0.430
kinds of logic after synthesis:
kind of cell / count (synthesis) / synth area share
xor+xnor: 12 / 0.0535
flops: 38 / 0.479
simple gates: 74 / 0.215
fa+ha+maj: 8 / 0.0510
mux: 11 / 0.0631
compound gates: 27 / 0.101
buf+inv: 18 / 0.0376
critical path, stage by stage (launching register included):
cell and delay (ns):
sky130_fd_sc_hd__dfrtp_1 0.56, sky130_fd_sc_hd__inv_1 0.16, sky130_fd_sc_hd__ha_1 0.28, sky130_fd_sc_hd__nor3b_1 0.16
sky130_fd_sc_hd__or3_1 0.35, sky130_fd_sc_hd__nor4_1 0.28, sky130_fd_sc_hd__mux2_1 0.35
registers in the layout, summed over array words and instances, names as in the netlist:
signal	cells
reg_rs232c_counter	14
send_en	1
send_en_old	1
first_frag	1
reg_get_data_en	1
counter	4
reg_read_monitor_tx2	8
reg_read_monitor_tx	8
worst paths after layout:
path	to	slack, ns	cells past startpoint
setup / recovery	reg_read_monitor_tx[4]	0.64	6
hold / removal	reg_read_monitor_tx[4]	0.49	1
setup reg to reg	reg_read_monitor_tx[4]	0.64	6
hold reg to reg	reg_read_monitor_tx[4]	0.49	1
max in group asynchronous	counter[1]	1.89	3
min in group asynchronous	reg_read_monitor_tx2[7]	0.70	3
metal layers:
layer	track usage	part of all wire	up-vias
li1	-	-	691
met2	0.0813	0.46	23
met1	0.0664	0.47	671
met5	0	0	-
met4	0.00873	0.022	0
met3	0.00786	0.043	7
Power and IR drop assume default switching activity.
