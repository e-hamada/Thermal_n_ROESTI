### design/flow/config.mk
export PLATFORM = sky130hd
export DESIGN_NAME = mii_initializer
export DESIGN_NICKNAME = mii_initializer
export VERILOG_FILES = /design/flow/design.v
export SDC_FILE = /design/flow/constraint.sdc
export NUM_CORES = 4
export LEC_CHECK = 1
export CORE_UTILIZATION = 30
### design/flow/run.sh
#!/bin/bash
# OpenROAD 26Q1-2900-gdf79404cd8, Yosys 0.63+post, stock flow scripts
make -C /OpenROAD-flow-scripts/flow DESIGN_CONFIG=/design/flow/config.mk WORK_HOME=/design/flow/orfs finish
### design/flow/constraint.sdc
current_design mii_initializer

set clk_period 2.5
set clk_io_pct 0.2

create_clock -name clk0 -period $clk_period [get_ports {CLK}]

set non_clock_inputs [all_inputs -no_clocks]
set_input_delay [expr $clk_period * $clk_io_pct] -clock clk0 $non_clock_inputs
set_output_delay [expr $clk_period * $clk_io_pct] -clock clk0 [all_outputs]
### design/flow/design.v
module mii_initializer(
   CLK      ,  
   RST      ,  
   PHYAD    ,  
   MDC      ,  
   MDIO_OUT ,  
   COMPLETE   
);
   input          CLK   ;
   input          RST   ;
   input  [4:0]   PHYAD ;
   output         MDC      ;
   output         MDIO_OUT ;
   output         COMPLETE ;
   reg      [6:0] cntMdc;
   always @ (posedge CLK) begin
      cntMdc <= cntMdc + 7'd1;
   end
   reg            MDC;
   always @ (posedge CLK) begin
      MDC <= cntMdc[6];
   end
   wire        gShiftDataEn = (cntMdc[6:0] == 7'd0);
   reg      [7:0] cntResets;
   always @ (posedge CLK) begin
      if (RST) begin
         cntResets   <= 8'd0;
      end else if(gShiftDataEn) begin
         cntResets   <= cntResets + 8'd1;
      end
   end
   reg            gWaitn;
   always @ (posedge CLK) begin
      if (RST) begin
         gWaitn   <= 1'd0;
      end else if(~gWaitn & cntResets[7]) begin
         gWaitn   <= 1'd1;
      end
   end
   reg            COMPLETE;
   always @ (posedge CLK) begin
      if (RST) begin
         COMPLETE <= 1'd0;
      end else if(~COMPLETE && (cntResets[7:5] == 3'b110)) begin
         COMPLETE <= 1'd1;
      end
   end
   reg      [32:0]   mdioData;
   always @ (posedge CLK) begin
      if (RST) begin
         mdioData[32:0] <= {
            1'b1              , 
            2'b01             , 
            2'b01             , 
            PHYAD[4:0]           , 
            5'h0              , 
            2'b10             , 
            16'b0001_0001_0100_0000   
         };
      end else if(gWaitn & gShiftDataEn) begin
         mdioData[32:0] <= {mdioData[31:0], 1'b1};
      end
   end
   assign MDIO_OUT = mdioData[32];
endmodule
==> run summary <==
The run has ended; figures from its reports follow.

The flow ran to the end, and the final reports show no timing, DRC or antenna violations. The largest clock skew in the final design is 0.004977 ns. The synthesized-area fraction occupied by ao, oa, aoi and oai cells is 6.671%. Sequential cells burn 61.7% of the power. The count of unique library cells instantiated by Yosys is 33. The most used flip-flop cell after synthesis is sky130_fd_sc_hd__dfxtp_1. The critical path in this run is classified as reg2reg. The count of buffers added on input and output ports is 9.

The synthesized netlist handed to floorplanning was reported with a cell count of 201. The first-pass GRT wire length is 5306 um. Setup repair after global routing left no endpoint under its margin.

The post-detailed-route via-to-cell ratio is 4.311. The final report gives the core utilization as 34.97%. For the worst-skew pair, the clock arrives at the later sink with an insertion delay of 0.29 ns. The layout overhead on the synthesized area came out at 13.10%. The report puts the hold buffer count at CTS at 0. The total placed instance area is 2286 um2. The maximum achievable frequency is 0.4959 GHz. The root buffer cell chosen for the clock tree is sky130_fd_sc_hd__clkbuf_8. The post-place setup slack came out at 0.4898 ns.

The clock tree buffer depth came out at 2. The startpoint of the worst setup timing path is cntMdc[2]$_DFF_P_. The worst setup path endpoint is cntResets[7]$_SDFFE_PP0N_.

The mux share of post-synthesis cell area is 13.40%. Of the synthesized area, sequential elements account for 50.98%. The maximum fanout encountered on the critical timing path is 17. The end-of-flow timing check tallies setup violations at 0. The setup slack of the worst register-to-register path came out at 0.48 ns. The share of post-route cells with drive strength above 1 is 6.220%. According to the floorplan log, the row count is 30.

The diode insertion count for antenna repair is 0. For this design the top-level I/O count stands at 10. The synthesized design contains 5 enable-type register cells. The final worst slack is 0.4833 ns. Per the layout area report, the combinational gate area comes to 934.6 um2. The post-CTS setup repair buffer count came out at 0. The final weighted congestion in routability-driven placement is 0.7598. The number of fill cells in the layout is 667. The number of design rule violations left after detail routing is 0. The net switching power of the design is 0.0002713 W.

The accumulated negative setup slack came out at 0 ns. The proportion of power drawn by the clock network is 34.4%. Checking hold timing, the worst path is listed with class reg2reg. The horizontal extent of the die came out at 85.68 um.

The number of warnings in the stage logs came out at 26. The tightest slew margin relative to the limit is 64.80%. The count of state elements after synthesis is 51. The number of antenna violations at the first check in global routing is 0. According to the floorplan report, the total die area is 7341 um2. The worst setup path is captured at a flip-flop.

The script computed a power per unit cell area of 570.9 nW/um2. After synthesis, the design contains 201 cells according to Yosys. The switching fraction of total power is 20.00%. Summed over all nets, the half-perimeter wirelength after detailed placement is 1897 um. The core outline area is 6794 um2. The die is 85.68 um tall. The post-synthesis adder-cell area fraction came out at 1.787%.

The via count of the first global-routing pass is 1239. The register clock-pin slew on the reported worst setup and hold paths came out at 0.08 ns. The endpoint of the worst-slack reg-to-reg timing path is cntResets[7]$_SDFFE_PP0N_. The number of DRC markers after the initial detailed-route iteration came out at 34. Each instance of the synthesized netlist takes up on average 10.45 um2. The transition time of the tightest slew-check pin is 0.5263 ns. The final max-slew violation count is 0.

The cell count after placement is 297. The number of cells on the worst reg-to-reg path is 3. The post-route cell area is 2376 um2.

The maximum number of pins on one net before global-route repair came out at 34. The share of total power dissipated in combinational logic is 4.0%. The number of warnings reported in the yosys synthesis log came out at 1. The final worst-path cycle share is 80.67%.

The area taken by flip-flops and latches came out at 1071 um2. The final period demand of the worst path is 2.017 ns. The final tally of hold violations is 0.

The post-CTS resize count is 0. Per the power-grid run, VDD falls by no more than 0.4106 mV. STA classifies the critical path startpoint as a flip-flop. The number of nets still failing antenna checks after routing came out at 0.

The data required time of the worst path came out at 2.69 ns. The floorplan core density is 30.92%. The post-synthesis cell area came out at 2101 um2. The leakage power in the latest report is 0.7820 nW.

The CTS buffer count came out at 5. The fraction of synthesis flops using an asynchronous set or reset pin is 0%. The total cell area reported by yosys after synthesis is 2101 um2. The total via count after detailed routing is 1315. The xor/xnor cell area share of the yosys netlist is 2.085%.

The overall routed net length came out at 2941 um. The OpenROAD report gives the critical path a data arrival time of 2.20 ns. The iteration count of the initial detailed-routing pass came out at 4. For reference, the top logic cell family by area is simple AND/OR/NAND/NOR gates. Global routing finished with a remaining overflow of 0. The internal power contribution came out at 0.001085 W. The clock sink count came out at 51. The report counts max-capacitance violations totalling 0. In the final routed layout, each cell accounts on average for 9.643 um. The startpoint of the worst register-to-register path is cntMdc[2]$_DFF_P_. TritonCTS built the clock tree. The total routing resource utilization after global routing came out at 8.899%. The simple-gate share of the synthesized area came out at 20.55%.

The total number of H-tree levels came out at 2. Leaving out filler cells and counting taps, the final layout contains 305.
-- power by group through the flow --
stage / clock, W / combinational, W / sequential [W]
after CTS: 0.000500 / 0.0000550 / 0.000837
after global routing: 0.000526 / 0.0000604 / 0.000838
final: 0.000466 / 0.0000540 / 0.000837
-- registers in the layout, indices dropped and copies added (netlist names) --
register and cells:
cntResets 8, gWaitn 1, COMPLETE 1, mdioData 33, MDC 1, cntMdc 7
-- placed cells by master (no fill, tap or decap), drive strengths merged --
| master | instances |
|---|---|
| a21oi | 7 |
| a22o | 4 |
| a31oi | 1 |
| and3 | 1 |
| buf | 3 |
| clkbuf | 7 |
| clkdlybuf4s50 | 9 |
| clkinv | 1 |
| dfxtp | 46 |
| edfxtp | 5 |
| ha | 3 |
| inv | 6 |
| mux2 | 1 |
| mux2i | 27 |
| nand2 | 2 |
| nand2b | 28 |
| nand3 | 6 |
| nand3b | 1 |
| nand4 | 2 |
| nand4b | 1 |
| nor2 | 18 |
| nor2b | 5 |
| nor3 | 1 |
| nor4 | 1 |
| o21ai | 3 |
| o21ba | 1 |
| o31ai | 4 |
| o41ai | 1 |
| or2 | 1 |
| or3 | 3 |
| or4 | 5 |
| xnor2 | 4 |
| xor2 | 1 |
-- cells by family after synthesis --
family | Yosys count
and+or+nand+nor | 75
buffers and inverters | 18
muxes | 28
xor gates and xnor gates | 5
AOI/OAI and AO/OA | 21
DFF | 51
adders and majority gates | 3
-- synth_stat cells (all sizes together), types with 2 or more instances --
| master | n | area share [%] |
|---|---|---|
| dfxtp | 46 | 44 |
| nand2b | 28 | 8.3 |
| mux2i | 27 | 13 |
| nor2 | 18 | 3.2 |
| a21oi | 7 | 1.7 |
| clkbuf | 7 | 1.3 |
| inv | 6 | 1.1 |
| nand3 | 6 | 1.4 |
| buf | 5 | 2.2 |
| edfxtp | 5 | 7.1 |
| nor2b | 5 | 1.5 |
| or4 | 5 | 1.8 |
| a22o | 4 | 1.7 |
| o31ai | 4 | 1.4 |
| xnor2 | 4 | 1.7 |
| ha | 3 | 1.8 |
| o21ai | 3 | 0.71 |
| or3 | 3 | 0.89 |
| nand2 | 2 | 0.36 |
| nand4 | 2 | 0.60 |
-- area by class of cell --
type                       count  area share [%]
clock buffer                   7           3.633
clock inverter                 1          0.1580
inverter                       6          0.9479
multi-input combinational    132           39.34
sequential                    51           45.08
tap                           96           5.055
timing repair buffer          12           5.793
-- worst max-delay path, cell delays in order (launching register included) --
cell and delay [ns]:
sky130_fd_sc_hd__dfxtp_1 0.35, sky130_fd_sc_hd__or4_1 0.80, sky130_fd_sc_hd__nor4_1 0.40, sky130_fd_sc_hd__mux2_2 0.37
-- how the worst min path moves through the flow --
stage                startpoint           to  slack (ns)  depth (start not counted)
CTS           cntMdc[6]$_DFF_P_  MDC$_DFF_P_        0.39                          0
global route  cntMdc[6]$_DFF_P_  MDC$_DFF_P_        0.40                          0
finish        cntMdc[6]$_DFF_P_  MDC$_DFF_P_        0.39                          0
-- routing by layer --
metal / up-vias / part of all wire, % / global-route usage [%]
li1: 705 / - / -
met1: 596 / 52 / 13.34
met4: 0 / 0.71 / 0.9091
met3: 4 / 2.8 / 1.953
met5: - / 0 / 0
met2: 10 / 44 / 14.18
-- through the flow --
step / hold WS, ns / total power (W)
floorplan: 0.3586 / 0.0008911
global placement: 0.3807 / 0.0009107
detailed placement: 0.3788 / 0.0009106
CTS: 0.3930 / 0.001392
global route: 0.3971 / 0.001424
finish: 0.3913 / 0.001357
Power is estimated from default activity; no workload was simulated.
